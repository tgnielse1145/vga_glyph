$ cat design.v
module hard_coded_bitgen (
	input bright, 
	input [9:0] hcount, vcount, 
	output [23:0] rgb
);
reg [7:0] r, g, b;
assign rgb = {r,g,b};
wire [9:0] x_pos, y_pos;
assign x_pos = hcount - 10'd158;
assign y_pos = vcount; 
always @(bright, x_pos, y_pos) begin
	{r,g,b} = 0;
	if (bright) begin
		if (x_pos >= 200 && x_pos < 400 &&
			 y_pos >= 200 && y_pos < 300)
				r = 8'd255;
		else if (x_pos >= 250 && x_pos < 450 &&
					y_pos >= 350 && y_pos < 450)
				g = 8'd255;
		else begin
			r = 8'd255;
			g = 8'd255;
			b = 8'd255;
		end
	end
end
endmodule
module hard_coded_vga
(
	input clk, resetn,
	output vga_clk, vga_blank_n, vga_vs, vga_hs,
	output [7:0] r, g, b
);
wire [9:0] hcount, vcount;
vga_control #(10,10) ctrl (
	clk, ~resetn,				 
	vga_hs, vga_vs,			 
	vga_blank_n, vga_clk,	 
	hcount,						 
	vcount						 
);
hard_coded_bitgen bitgen (
	vga_blank_n, 
	hcount, vcount, 
	{r,g,b}
);
endmodule
module vga_control 
#(parameter LOG2_DISPLAY_WIDTH=10, LOG2_DISPLAY_HEIGHT=10)
(
	input	clk, rst,
	output hsync, vsync,
	output reg vga_blank_n, vga_clk,
	output reg [(LOG2_DISPLAY_WIDTH-1):0] hcount, 
	output reg [(LOG2_DISPLAY_HEIGHT-1):0] vcount
);
localparam H_SYNC        = 10'd96;   
localparam H_FRONT_PORCH = 10'd16;   
localparam H_DISPLAY_INT = 10'd640;  
localparam H_BACK_PORCH  = 10'd48;   
localparam H_TOTAL       = 10'd800;  
localparam V_SYNC        = 10'd2;    
localparam V_BACK_PORCH  = 10'd33;   
localparam V_DISPLAY_INT = 10'd480;  
localparam V_FRONT_PORCH = 10'd10;   
localparam V_TOTAL       = 10'd525;  
assign hsync = ~((hcount >= H_FRONT_PORCH) & (hcount < H_FRONT_PORCH + H_SYNC));
assign vsync = ~((vcount >= V_DISPLAY_INT + V_FRONT_PORCH) & (vcount < V_DISPLAY_INT + V_FRONT_PORCH + V_SYNC));
always @(posedge clk) begin
	if (rst) begin
		vcount  <= 10'd0;
		hcount  <= 10'd0;
		vga_clk <= 1'b0;
	end
	else begin
		if (vga_clk) begin
			hcount <= hcount + 1'b1;
			if (hcount == H_TOTAL) begin
				hcount <= 10'd0;
				vcount <= vcount + 1'b1;
				if (vcount == V_TOTAL)
					vcount <= 10'd0;
			end
		end
		vga_clk <= ~vga_clk;  
	end
end
always @(hcount,vcount) begin
	if ((hcount >= H_FRONT_PORCH + H_SYNC + H_BACK_PORCH) &&
		 (hcount < H_TOTAL - H_FRONT_PORCH) &&
		 (vcount < V_DISPLAY_INT))
		 vga_blank_n = 1'b1;
	 else 
		vga_blank_n = 1'b0;
end
endmodule
$ cat run.sh
#!/bin/bash
# OpenROAD 26Q1-2900-gdf79404cd8, Yosys 0.63+post, stock flow scripts
make -C /OpenROAD-flow-scripts/flow DESIGN_CONFIG=/design/flow/config.mk WORK_HOME=/design/flow/orfs finish
$ cat config.mk
export PLATFORM = sky130hd
export DESIGN_NAME = hard_coded_vga
export DESIGN_NICKNAME = hard_coded_vga
export VERILOG_FILES = /design/flow/design.v
export SDC_FILE = /design/flow/constraint.sdc
export NUM_CORES = 4
export LEC_CHECK = 1
export CORE_AREA = 10 10 93 93
export DIE_AREA = 0 0 103 103
export SYNTH_HDL_FRONTEND = slang
$ cat constraint.sdc
current_design hard_coded_vga

set clk_period 2.7
set clk_io_pct 0.2

create_clock -name clk0 -period $clk_period [get_ports {clk}]

set non_clock_inputs [all_inputs -no_clocks]
set_input_delay [expr $clk_period * $clk_io_pct] -clock clk0 $non_clock_inputs
set_output_delay [expr $clk_period * $clk_io_pct] -clock clk0 [all_outputs]
==> notes.md <==
yosys + openroad results -> Top cell excl fill/tap=buf_4, WHS=0.5156 ns, critical path's top delay family=buffers and inverters, Worst Tran Pin Value=0.5286 ns, FP Core Util=24.04%, nature of the critical path startpoint=flip-flop, Initial DRC Count=55, clock skew=0.005901 ns, worst min path class=reg2reg, RD Place Congestion=0.8580, number of enable flip-flop cells=0, vias in the first global route=1385, GR Overflow Total=0, Main synth FF type=dfxtp_1, critical path class=reg2out, maximum clock rate=341.2 MHz, via count=1470, Post-synth seq share=25.89%, Final Hold Vio Count=0, asr flop ratio synth=0%, wire length per cell=12.17 um, cells along the critical path=buf_4 -> and4_4 -> buf_4 -> a22oi_2 -> o21ai_1 -> or2_1 -> a31oi_2 -> buf_6 -> clkdlybuf4s50_1, pwr/cell area=248.8 nW/um^2, final setup vio count=22, yosys stat cell total=201, Hold Path Depth=2, Internal=0.4346 mW, worst hold path endpoint=ctrl.vcount[1], RSZ-0062 raised after global routing=yes, Tmin final=2.931 ns, Clock Path Buffers=2, Max VDD drop=149.9 uV, MaxCap Viol Count=0, register share of total power=56.0%, Reg clk slew, reported paths=0.08 ns, Crit-path slowest cell=clkdlybuf4s50_1, post-route worst setup slack=-0.2311 ns, number of synthesized register bits=21, Mapped Cells=201, Synth warnings=0, Synth-to-Final Area Change=39.14%, vias per std cell=4.537, Top Ports=30, cts bufs inserted=3, failing checks=negative setup slack, largest net degree at the start of global routing=12, most used cell along the critical path=buf_4, first-pass GRT wire length=6354 um, sw frac=22.70%, clock power share=36.3%, Log Warnings=33, antenna violations before repair=0, Max-slew headroom=64.49%, Reg-to-Reg End=ctrl.vcount[8], Post-Route WL=3944 um, yosys synthesis chip area=1624 sq um, Die X=103 um, outcome=complete, but fails checks, Slew Limit Fails=0, DRT antenna net count=0, diode count=0, Total Power=0.5622 mW, Cell variety after synth=48, R2R depth=9, DRC Markers=0, Bufs and invs on worst path=4, mean post-synth cell area=8.080 sq um, HPWL Detailed=2874 um, crit path capture type=output pin, DIE HEIGHT=103 um, Comb pwr share=7.7%, Tot GR Track Use=7.120%, row count=30, area of the core=6756 sq um, CP Data Arrival Time=2.39 ns, worst hold path startpoint=ctrl.vcount[1], leak pwr=0.9935 nW, Switch Pwr=0.1276 mW, Post-Syn Area=1624 sq um, R2R Setup Slk=0.45 ns, placed cells=308, clk latency late pin=0.26 ns, final worst-path cycle share=108.6%, iteration tally of the first detailed-router pass=4, WP data required=2.16 ns, layout cell share with drive strength beyond 1=37.30%, # clock sinks=21, Cell Count, Final, Fillers Out=324, CP max stage delay=0.46 ns, CTS tree=yes, I/O Buffers=29, H-tree depth=1, CTS root buf=clkbuf_8, worst r2r src=ctrl.hcount[1], Setup crit start=ctrl.hcount[1], most frequent cells in the layout=34 x buf_4, 22 x nor2_1, 15 x dfxtp_1, Setup TNS Final=-4.729 ns, crit-path max FO=8, DIE AREA=10610 sq um
==> layer usage <==
layer	GRT usage, %	wire length, um
met2	10.92	1620
met1	10.12	1917
met5	0	0
met4	1.176	47
met3	1.693	358
==> power groups by stage <==
stage	logic, mW	clock network, mW	registers (mW)
CTS	0.0434	0.215	0.318
global route	0.0490	0.224	0.316
finish	0.0433	0.204	0.315
==> cells by family (layout without fill, tap and decap cells) <==
group / after synthesis / in the layout / share of synthesized area [%]
muxes: 1 / 1 / 0.6164
DFF: 21 / 21 / 25.89
AOI/OAI and AO/OA: 29 / 29 / 12.25
buffers and inverters: 41 / 84 / 15.87
adders and majority gates: 8 / 8 / 6.164
and+or+nand+nor: 80 / 80 / 27.89
xor gates and xnor gates: 21 / 21 / 11.33
==> worst reg2reg max path, delay by kind of cell, from the launching register on <==
kind          cells  cell delay, ns
buf+inv           2            0.25
fa+ha+maj         1            0.14
xor+xnor          1            0.15
flops             1            0.37
simple gates      5            1.21
==> synth_stat cells (2+ instances only) <==
| cell type | n | area [sq um] |
|---|---|---|
| a211oi_1 | 2 | 15.01 |
| buf_6 | 2 | 22.52 |
| nand2b_1 | 2 | 12.51 |
| nand4b_1 | 2 | 17.52 |
| o21ai_0 | 7 | 35.03 |
| nor2_1 | 23 | 86.33 |
| a31oi_1 | 2 | 12.51 |
| inv_1 | 9 | 33.78 |
| buf_2 | 8 | 40.04 |
| a21o_1 | 2 | 15.01 |
| nor3_1 | 3 | 15.01 |
| o21ai_1 | 2 | 10.01 |
| a21oi_1 | 4 | 20.02 |
| ha_1 | 8 | 100.1 |
| xor2_1 | 12 | 105.1 |
| a22oi_1 | 2 | 15.01 |
| nand2_1 | 10 | 37.54 |
| nor2_2 | 2 | 12.51 |
| nand4_1 | 6 | 37.54 |
| dfxtp_1 | 21 | 420.4 |
| or3_1 | 4 | 25.02 |
| nor2b_1 | 4 | 25.02 |
| xnor2_1 | 9 | 78.83 |
| and3_1 | 4 | 25.02 |
| buf_4 | 21 | 157.7 |
| nand3_1 | 8 | 40.04 |
==> through the flow <==
step	util, %	area [sq um]	worst slack, ns
after floorplan	-	1643	0.01539
after global placement	30.11	2034	-0.2832
after detailed placement	30.11	2034	-0.3224
after CTS	31.67	2140	-0.2524
after global routing	33.44	2260	-0.3684
final	33.44	2260	-0.2311
==> registers in the layout, indices dropped and copies added (netlist names) <==
name and flops:
ctrl.hcount 10, ctrl.vcount 10, ctrl.vga_clk 1
==> how the worst max path moves through the flow <==
| stage | slack, ns | endpoint | cells past startpoint |
|---|---|---|---|
| 4_1_cts | -0.25 | g[7] | 9 |
| 5_1_grt | -0.37 | r[2] | 9 |
| 6_report | -0.23 | g[5] | 9 |
==> what timing repair did <==
| item | 4_1_cts | 5_1_grt |
|---|---|---|
| pin swaps | 13 | 8 |
| hold buffers | 0 | 0 |
| buffers inserted | 7 | 5 |
| gates resized | 75 | 20 |
| setup endpoints to repair | 26 | 26 |
==> area by class of cell <==
| type | count | area [sq um] |
|---|---|---|
| Tap cell | 80 | 100.1 |
| Inverter | 9 | 33.78 |
| Clock buffer | 4 | 45.04 |
| Sequential cell | 21 | 440.4 |
| Timing Repair Buffer | 71 | 579.3 |
| Multi-Input combinational cell | 139 | 1061 |
| Fill cell | 669 | 4497 |
No activity file was given, so power comes from the tool's default toggle rates.
