==> flow/design.v <==
module clk_divider
(
	input clk_in, reset,
	input [31:0] count,
	output reg clk_out
);
reg [31:0] counter;
always @(posedge clk_in) begin
	if (reset) begin
		counter <= 32'd0;
		clk_out <= 1'b0; 
	end
	else begin
		if (counter == count) begin
			counter <= 32'd0;
			clk_out <= ~clk_out;
		end
		else begin
			counter <= counter + 1'b1;
			clk_out <= clk_out;
		end
	end
end
endmodule
==> flow/run.sh <==
#!/bin/bash
# OpenROAD 26Q1-2900-gdf79404cd8, Yosys 0.63+post, stock flow scripts
make -C /OpenROAD-flow-scripts/flow DESIGN_CONFIG=/design/flow/config.mk WORK_HOME=/design/flow/orfs finish
==> flow/config.mk <==
export PLATFORM = sky130hd
export DESIGN_NAME = clk_divider
export DESIGN_NICKNAME = clk_divider
export VERILOG_FILES = /design/flow/design.v
export SDC_FILE = /design/flow/constraint.sdc
export NUM_CORES = 4
export LEC_CHECK = 1
export CORE_UTILIZATION = 40
export SYNTH_HDL_FRONTEND = slang
==> flow/constraint.sdc <==
current_design clk_divider

set clk_period 6.5
set clk_io_pct 0.2

create_clock -name clk0 -period $clk_period [get_ports {clk_in}]

set non_clock_inputs [all_inputs -no_clocks]
set_input_delay [expr $clk_period * $clk_io_pct] -clock clk0 $non_clock_inputs
set_output_delay [expr $clk_period * $clk_io_pct] -clock clk0 [all_outputs]
==> results.toml <==
# synthesis and place-and-route metrics
[run_status]
run_status = "finished clean"

[worst_setup_path]
reg2reg_setup_slack_ns = 4.12
critPathRequiredTime_ns = 6.68
worstSetupEndpointType = "flop"
critPathLaunchType = "input port"
path_class = "input port to flop"
reg2regPathDepth = 6
path_max_fanout = 17
worst_ep_arrival_time_ns = 3.60
ff_to_ff_start = "counter[23]"
r2r-end = "counter[3]"

[yosys]
number_of_enable_type_register_cells_in_the_synthesized_netlist = 0
synth_top_cell_by_area = "sky130_fd_sc_hd__dfxtp_1"
yosys-stat-area_um2 = 1789
synth_simple_gate_area_share_pct = 26.99
ys.flop_type = "sky130_fd_sc_hd__dfxtp_1"
yosys.stat.seqShare_pct = 36.92
mux_area_share_pct = 0
synth-cells-yosys = 201
yosys.cell_types.count = 30
complex_gates_by_area_pct = 3.986
synth.comb.largest_family = "XOR/XNOR gates"
synthXorXnorAreaFrac_pct = 28.39
synth.avg_cell_area_um2 = 8.902
flops_out_of_synthesis = 33
post_synth_main_area_contributors = "sky130_fd_sc_hd__dfxtp_1 37%, sky130_fd_sc_hd__xor2_1 26%, sky130_fd_sc_hd__nor2_1 5.9%"
top_cell_area_share_pct = 36.92
netlist_instances = 201
synth.cellmix.adderShare_pct = 0.6993
async_flop_share_pct = 0
synth_warnings = 0
synth.cell_area_um2 = 1789

[placement]
place_hpwl_um = 2901
place_area_um2 = 2166
gp_congestion = 0.8583
io_buffers = 34
dp_slack_ns = 2.793

[grt]
grt_antenna_before_repair = 0
global_routing_usage_on_met3_pct = 4.333
gr-usage-met1_pct = 30.39
globalRouteTotalUtil_pct = 19.04
grt_pass1_wl_um = 6465
overflow = 0
grt_start_max_net_pins = 18
globalRoute.busiestLayer = "met1"
grt_pass1_vias = 1322
global_route.usage.met2_pct = 27.55

[final_timing]
slew-limit-headroom_pct = 52.49
skew_ns = 0.01062
period_needed_ns = 3.420
tightest_slew_ns = 0.7126
unrepaired_setup_endpoints_after_global_routing = "no"
period_used_pct = 52.62
timing.setup.tns_ns = 0
max_clock_freq_ghz = 0.2924
worst_slack_ns = 3.080
hold_violation_total_from_the_final_report = 0
final_worst_hold_slack_ns = 0.4863
setup-violations-final = 0
final-max-slew-violation-count = 0

[clock_network]
cts_tree = "yes"
cts.hold.buffers_added = 0
cts.htree.levels = 2
max-clock-path-buffers = 2
clkTransAtPathRegs_ns = 0.07
tritoncts_num_sinks = 33
cts_setup_buffers = 0
cts_root_buf = "sky130_fd_sc_hd__clkbuf_8"
cts_repair_resize_count = 0
cts_buffers = 5
later_pin_clock_latency_in_the_skew_report_ns = 0.29

[die]
die_area_um2 = 4744
rows = 23
coreArea_um2 = 4144
io-pin-count = 35
die_x_um = 68.88
fp_util_pct = 43.18
chipHeight_um = 68.88

[layout]
num-fill-cells = 372
area_delta_synth_final_pct = 25.66
final_layout_size_suffix_gt1_share_pct = 6.329
layout.cell_area.non_filler_um2 = 2248

[drt]
route.final.wire_length_um = 3997
routed-via-count = 1461
postRouteAntennaNets = 0
drtIter0Drc = 76
drt-pass1-iter-count = 4
route.detailed.vias_per_inst = 5.091
diodes = 0
wl_per_cell_um = 13.93
detail_route.drc_violations = 0

[power_and_ir_drop]
worst_case_vdd_ir_drop_v = 0.00008708
static-leakage-power_nw = 0.8921
power-per-cell-area_nw_per_um2 = 175.3

[hold_path]
hold-path-cell-count = 2
worstHoldEndpoint = "clk_out"
hold_path_class = "flop to flop"
worstHoldStart = "clk_out"

[run]
max_cap_viol_count = 0
openroad.warnings = 25
## cell families (layout without fill, tap and decap cells)
kind of cell	count (synthesis)	count (layout)
and+or+nand+nor	88	88
DFF	33	33
AOI/OAI and AO/OA	11	11
xor gates and xnor gates	58	58
buffers and inverters	10	46
adders and majority gates	1	1
## worst max-delay path, stage by stage
cell	delay (ns)
sky130_fd_sc_hd__clkdlybuf4s50_1	0.42
sky130_fd_sc_hd__xor2_1	0.14
sky130_fd_sc_hd__nor4_1	0.44
sky130_fd_sc_hd__nand2_1	0.21
sky130_fd_sc_hd__o31ai_4	0.67
sky130_fd_sc_hd__buf_4	0.35
sky130_fd_sc_hd__nor2_1	0.07
## registers in the layout, indices dropped and copies added (netlist names)
signal,count
clk_out,1
counter,32
## power by group
group          switching, mW  internal (mW)
logic                 0.0149         0.0247
clock network         0.0746         0.0741
registers            0.00209          0.204
total                 0.0916          0.303
## cell usage after synthesis, types with 3 or more instances
cell and instances:
sky130_fd_sc_hd__and3_1 5, sky130_fd_sc_hd__nand4_1 13, sky130_fd_sc_hd__buf_2 4, sky130_fd_sc_hd__inv_1 3, sky130_fd_sc_hd__nand2_1 10, sky130_fd_sc_hd__dfxtp_1 33
sky130_fd_sc_hd__nand3_1 8, sky130_fd_sc_hd__xnor2_1 4, sky130_fd_sc_hd__o21ai_0 3, sky130_fd_sc_hd__nor2_1 28, sky130_fd_sc_hd__xor2_1 54, sky130_fd_sc_hd__and4_1 3
sky130_fd_sc_hd__or3_1 3, sky130_fd_sc_hd__a21oi_1 4, sky130_fd_sc_hd__nor4_1 8
## routing by layer
metal | part of all wire, % | routed length, um
met1 | 52 | 2089
met2 | 42 | 1668
met3 | 4.5 | 181
met4 | 1.4 | 57
met5 | 0 | 0
## stage by stage
step | total power [mW] | utilization [%] | instances
CTS | 0.3981 | 54.26 | 287
finish | 0.3942 | 54.26 | 287
detailed placement | 0.2500 | 52.26 | 279
global route | 0.4156 | 54.26 | 287
floorplan | 0.2237 | - | 201
global placement | 0.2496 | 52.26 | 279
## worst max-delay path by stage
| stage | from | to | slack, ns | cells after the start |
|---|---|---|---|---|
| CTS | count[13] | counter[3] | 3.09 | 7 |
| global route | count[13] | counter[4] | 2.95 | 7 |
| finish | count[13] | counter[3] | 3.08 | 7 |
## placed cells by master (no fill, tap or decap), drive strengths merged, types with 4 or more instances in the layout
cell,count
nor4,8
xor2,54
a21oi,5
and3,5
xnor2,4
clkbuf,6
and4,6
nor2,28
nand4,13
nand2,10
clkdlybuf4s50,34
dfxtp,33
nand3,9
## cell type report
| cell class | instances | area, um2 | share of cell area [%] |
|---|---|---|---|
| Inverter | 3 | 11.26 | 0.5008 |
| Clock inverter | 2 | 10.01 | 0.4452 |
| Tap cell | 50 | 62.56 | 2.782 |
| Sequential cell | 33 | 660.6 | 29.38 |
| Timing Repair Buffer | 35 | 347.8 | 15.47 |
| Clock buffer | 6 | 72.57 | 3.228 |
| Multi-Input combinational cell | 158 | 1084 | 48.19 |
No activity file was given, so power comes from the tool's default toggle rates.
