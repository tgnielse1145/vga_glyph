### config.mk
export PLATFORM = sky130hd
export DESIGN_NAME = glyph_bitgen
export DESIGN_NICKNAME = glyph_bitgen
export VERILOG_FILES = /design/flow/design.v
export SDC_FILE = /design/flow/constraint.sdc
export NUM_CORES = 4
export LEC_CHECK = 1
export CORE_AREA = 10 10 103 103
export DIE_AREA = 0 0 113 113
export SYNTH_HDL_FRONTEND = slang
### constraint.sdc
current_design glyph_bitgen

set clk_period 14.5
set clk_io_pct 0.2

create_clock -name clk0 -period $clk_period

set non_clock_inputs [all_inputs -no_clocks]
set_input_delay [expr $clk_period * $clk_io_pct] -clock clk0 $non_clock_inputs
set_output_delay [expr $clk_period * $clk_io_pct] -clock clk0 [all_outputs]
### design.v
module glyph_bitgen 
#(parameter DATA_WIDTH=64, ADDR_WIDTH=12)
(
	input bright,
	input [(DATA_WIDTH-1):0] data,
	input [9:0] hcount, vcount, x_start, y_start,
	input [23:0] rgb_in,
	output reg [23:0] rgb_out
);
wire [9:0] x_pos, y_pos;
assign x_pos = hcount - 10'd158;
assign y_pos = vcount;
wire [9:0] x_end, y_end;
assign x_end = x_start + 10'd8;
assign y_end = y_start + 10'd8;
wire [0:7] glyph [0:7];
assign glyph[0] = data[63:56];
assign glyph[1] = data[55:48];
assign glyph[2] = data[47:40];
assign glyph[3] = data[39:32];
assign glyph[4] = data[31:24];
assign glyph[5] = data[23:16];
assign glyph[6] = data[15:8];
assign glyph[7] = data[7:0];
always @* begin
	rgb_out = 24'hffffff;
	if (bright) begin
		if ((x_pos >= x_start) && (x_pos < x_end)) begin
			if ((y_pos >= y_start) && (y_pos < y_end)) begin
				if (glyph[y_pos - y_start][x_pos - x_start]) begin
					rgb_out = rgb_in;
				end
			end
		end
	end
end
endmodule
### run.sh
#!/bin/bash
# OpenROAD 26Q1-2900-gdf79404cd8, Yosys 0.63+post, stock flow scripts
make -C /OpenROAD-flow-scripts/flow DESIGN_CONFIG=/design/flow/config.mk WORK_HOME=/design/flow/orfs finish
==> run notes <==
The flow ran to the end, and the final reports show no timing, DRC or antenna violations. Recorded from the global router log, the overflow total was 0. The iteration-0 DRC count of the detailed router is 70, and the post-layout instance count excluding filler cells is 491. The number of gates resized after CTS was 0.

According to the floorplan report, the placeable core area is 8300 um^2. In this run the worst hold path is classified as input pin to primary output. Buffers placed on the I/O ports in this run total 153.

The arrival time of data at the worst endpoint is listed as 6.87 ns. The top fanout value on the critical path is 5. The count of sequential standard cells was 0. The tools report the worst voltage drop across the vdd grid as 0.0000124 V. The number of cells reported by Yosys stat comes to 238. Per the layout report, the design carries 813 filler cells.

A synthesized cell averages 8.42 um^2. Per Yosys stat, the portion of area used by sequential elements is 0%. Per the cell usage report, the commonest logic cells after layout are clkdlybuf4s50_1, ha_1, inv_1. With the cell-internal power at 69.2 uW, the detail-routed via count per cell is 4.66. The run gives 0 for the number of diodes. In this run the core area contains 33 standard-cell rows. Total power normalized to cell area comes to 33.3 nW/um^2. Setup repair after global routing left no endpoint under its margin. The logs give 0 ns for the summed negative setup slack over all endpoints and 0 for the total count of hold-check failures in the final report.

In this run the maximum-capacitance check reported violations numbering 0. In the final layout, the share of cells above drive strength 1 is 4.92%. The run gives 79.0% for the relative area change from synthesis to final layout.

The sequential power share was 0%. The synthesized netlist occupies a cell area of 2000 um^2. The proportion of power drawn by the clock network came out at 0%.

The sort of element at the start of the critical path is an input pin. The via count of the first global-routing pass was 2392. The run gives 24.1% as the core utilization before placement. The floorplan step defined a die boundary enclosing 12800 um^2. The tools report the type of element capturing the critical path as a primary output.

The script extracted a net switching power of 50.2 uW. The horizontal die size works out to 113 um. The run gives 0 for the post-CTS setup buffer count.

In this run the vertical extent of the chip is 113 um. Data on the critical path is required at its endpoint by 11.60 ns. The run gives 2288 for the via count. The number of antenna violations at the first check in global routing was 0; the post-layout minimum cycle time was 9.77 ns. Pin placement for this block handled 153 I/O pins. For this run, design rule violations remaining after detail routing come to 0. The pin slew with the least headroom to its limit works out to 0.707 ns.

Checking max transition, the worst relative margin is 52.3%. According to the dpl log, the detail-placed design has an HPWL of 7480 um. After detailed routing, the average wire length per cell comes to 16.6 um. Maximum number of pins on one net before global-route repair: 23.

The setup path with the least slack is of type input pin to primary output. The first-pass detailed-route iteration total was 4; the layout clock buffer count was 0. Global routing used 12.2% of the available tracks.

The most common logic cell in the routed design is clkdlybuf4s50_1. Warnings raised by the tools during the run amount to 36. With the total detailed-routing wirelength at 8150 um, the post-place setup slack is 4.67 ns. The congestion estimate from routability-driven global placement came to 0.851. In this run, placement finished with an instance count of 491.

Share of total power consumed by net switching: 42.0%. The analysis attributes to cell leakage a power of 0.00144 uW. The detail route stage leaves a number of antenna-violating nets equal to 0. The first-pass GRT wire length was 12800 um. Setup slack on the critical path of the routed design comes to 4.73 ns. The area occupied by registers was 0 um^2.

The area recorded from the Yosys report for this design is 2000 um^2. The warning tally printed by Yosys for this design is 0. In this run, the combinational gates consume 100.0% of the power. From the final report, the count of setup violators was given as 0.

After clock tree synthesis, the flow added hold-fix buffers numbering 0. The run gives 102 MHz as the highest clock frequency the design can meet. With the max-slew violation total from the final report at 0, the count of distinct cell types in the synthesized netlist is 49. In the finished design, the share of the clock period the worst path needs comes to 67.4%. The tools report the synthesized netlist cell count as 238.
-- through the flow --
stage	power [uW]	util, %	hold slack [ns]	cell area [um^2]
floorplan	70.1	-	5.85	2000
global placement	120	43.2	6.72	3580
detailed placement	120	43.2	6.72	3580
CTS	121	43.2	6.72	3580
global route	134	43.2	6.75	3580
finish	119	43.2	6.72	3580
-- area by class of cell --
class	count	area, um^2	area share (%)
inverters	31	116	3.25
well taps	105	131	3.66
multi-input cells	199	1780	49.7
repair buffers	156	1550	43.4
-- synthesized netlist by cell type (7+ instances only) --
| cell | count | area [um^2] |
|---|---|---|
| ha_1 | 37 | 463 |
| mux4_2 | 8 | 180 |
| xnor2_1 | 14 | 123 |
| a31oi_1 | 7 | 43.8 |
| a21oi_1 | 16 | 80.1 |
| inv_1 | 31 | 116 |
| nand3_1 | 11 | 55.1 |
| nand2_1 | 7 | 26.3 |
| mux2i_1 | 8 | 80.1 |
| a2111oi_0 | 8 | 70.1 |
| nor2b_1 | 7 | 43.8 |
| nand2b_1 | 24 | 150 |
-- worst max-delay path: stages --
cell and delay, ns:
clkdlybuf4s50_1 0.52, ha_1 0.28, and3_1 0.21, or3_1 0.35, a21oi_1 0.19, xor2_1 0.26, ha_1 0.20, nand4_1 0.10
a21oi_1 0.13, a21oi_1 0.12, nor4_4 0.31, o41ai_2 0.15, nand2b_1 0.17, or4_1 0.51, clkdlybuf4s50_1 0.45
-- per-layer routing --
metal  wire (um)  track usage, %  vias up
met4          51           0.338        0
met5           0               0        -
met1        3500            14.9      992
li1            -               -     1180
met2        3890            22.0      108
met3         713            3.15        8
-- power groups by stage --
stage         Combinational (uW)  Clock (uW)  Sequential, uW
CTS                          121           0               0
global route                 134           0               0
finish                       119           0               0
-- final timing paths --
| kind | start | end | slack, ns | depth (start not counted) |
|---|---|---|---|---|
| min | rgb_in[5] | rgb_out[5] | 6.72 | 3 |
| max | hcount[1] | rgb_out[9] | 4.73 | 15 |
-- kinds of logic (layout without fill, tap and decap cells) --
| family | Yosys count | in the layout | share of synthesized area (%) |
|---|---|---|---|
| buffers and inverters | 39 | 187 | 11.0 |
| AND/OR/NAND/NOR | 66 | 66 | 20.5 |
| adder cells (fa/ha/maj) | 39 | 39 | 25.1 |
| AND-OR/OR-AND | 57 | 57 | 20.3 |
| multiplexers | 17 | 17 | 13.6 |
| XOR/XNOR | 20 | 20 | 9.49 |
Power figures rest on the tool's default switching activity, not on a simulated workload.
